==> flow/design.v <==
`timescale 1ns / 1ps
module PipelinedArch(input [3:0]rs1,rs2,rd,
input [2:0]func,
input [7:0]addr,
input clk1,clk2,
output [15:0]operation
    );
	 parameter add = 3'b000,sub = 3'b001,div = 3'b010,mul = 3'b011,rsh = 3'b100,lsh = 3'b101; 
integer i;
initial begin
for(i=0;i<16;i=i+1)
Reg[i] = i+1;
end
reg [15:0]mem[0:255];
reg [15:0]Reg[0:15];
reg [15:0]L12_A,L12_B,L23_Z,L23_A,L23_B,L34_Z,L4_Z;
always @(posedge clk1)
begin
L12_A <= Reg[rs1];
L12_B <= Reg[rs2];
end
always @(posedge clk2)
begin
L23_A <= L12_A;
L23_B <= L12_B;
case(func)
add:L23_Z <= L23_A + L23_B;
sub:L23_Z <= L23_A - L23_B;
div:L23_Z <= L23_A / L23_B;
mul:L23_Z <= L23_A * L23_B;
rsh:L23_Z <= L23_B >> 1;
lsh:L23_Z <= L23_B << 1;
default:L23_Z <= 16'hxxxx;
endcase
end
always @(posedge clk1)
begin
L34_Z <= L23_Z;
Reg[rd] <= L34_Z;
end
always @(posedge clk2)
begin
L4_Z <= L34_Z;
mem[addr] <= L4_Z;
end
assign operation = L4_Z;
endmodule
==> flow/run.sh <==
#!/bin/bash
# OpenROAD 26Q1-2900-gdf79404cd8, Yosys 0.63+post, stock flow scripts
make -C /OpenROAD-flow-scripts/flow DESIGN_CONFIG=/design/flow/config.mk WORK_HOME=/design/flow/orfs finish
==> flow/config.mk <==
export PLATFORM = sky130hd
export DESIGN_NAME = PipelinedArch
export DESIGN_NICKNAME = PipelinedArch
export VERILOG_FILES = /design/flow/design.v
export SDC_FILE = /design/flow/constraint.sdc
export NUM_CORES = 4
export LEC_CHECK = 1
export CORE_UTILIZATION = 50
==> flow/constraint.sdc <==
current_design PipelinedArch

set clk_period 3.2
set clk_io_pct 0.2

create_clock -name clk0 -period $clk_period [get_ports {clk1}]
create_clock -name clk1 -period $clk_period [get_ports {clk2}]

set non_clock_inputs [all_inputs -no_clocks]
set_input_delay [expr $clk_period * $clk_io_pct] -clock clk0 $non_clock_inputs
set_output_delay [expr $clk_period * $clk_io_pct] -clock clk0 [all_outputs]
==> node_exporter_impl.prom <==
# HELP chip_impl_metric Metrics from one implementation run
# TYPE chip_impl_metric gauge
chip_impl_info{name="outcome",value="complete, but fails checks"} 1
chip_impl_info{name="failed_checks",value="setup timing"} 1
chip_impl_metric{name="io_pins",unit=""} 41
chip_impl_metric{name="finalMaxSlewViolations",unit=""} 0
chip_impl_info{name="worst-setup-path-type",value="reg2reg"} 1
chip_impl_metric{name="post_synth_instance_area",unit="mm²"} 0.0262
chip_impl_metric{name="antenna_violations_before_repair",unit=""} 5
chip_impl_metric{name="wl_met3",unit="µm"} 7040
chip_impl_metric{name="maximum_fanout_along_the_worst_path",unit=""} 8
chip_impl_metric{name="totalNegativeSetupSlack",unit="ns"} -148.73
chip_impl_metric{name="async_flop_share",unit="%"} 0
chip_impl_metric{name="drt-met1-wl",unit="µm"} 34200
chip_impl_metric{name="drtIter0Drc",unit=""} 1159
chip_impl_metric{name="leakagePower",unit="nW"} 15.0
chip_impl_metric{name="timing_worst_slew_pin_value",unit="ns"} 0.647
chip_impl_metric{name="reg2reg_depth",unit=""} 119
chip_impl_metric{name="rows",unit=""} 83
chip_impl_metric{name="internal_power",unit="mW"} 21.7
chip_impl_metric{name="routed_wl",unit="µm"} 87200
chip_impl_metric{name="synth_flop_count",unit=""} 368
chip_impl_metric{name="synth-edff-count",unit=""} 256
chip_impl_metric{name="combinationalPowerShare",unit="%"} 70.3
chip_impl_metric{name="clk_transition_reported_paths",unit="ns"} 0.07
chip_impl_metric{name="first_pass_iters",unit=""} 7
chip_impl_metric{name="gpl.final_weighted_congestion",unit=""} 1.01
chip_impl_info{name="layout.cells.most_common_list",value="sky130_fd_sc_hd__buf_4, sky130_fd_sc_hd__edfxtp_1, sky130_fd_sc_hd__nand2_1"} 1
chip_impl_info{name="holdCritStartpoint",value="L23_Z[15]$_DFF_P_"} 1
chip_impl_metric{name="synth-area-yosys",unit="mm²"} 0.0262
chip_impl_metric{name="synth.yosys.seq_area_share",unit="%"} 37.8
chip_impl_metric{name="antennaDiodeCount",unit=""} 0
chip_impl_info{name="dr.max_layer_used",value="met5"} 1
chip_impl_metric{name="power_density",unit="mW/mm²"} 1020
chip_impl_metric{name="sequentialPowerShare",unit="%"} 18.3
chip_impl_metric{name="rrSetupSlack",unit="ns"} -20.49
chip_impl_metric{name="dpl.hpwl",unit="µm"} 61300
chip_impl_metric{name="cts_hold_buffers",unit=""} 0
chip_impl_metric{name="worst_slew_margin_rel",unit="%"} 56.8
chip_impl_info{name="rr_startpoint",value="L23_B[6]$_DFF_P_"} 1
chip_impl_metric{name="number_of_global_route_vias_before_repair",unit=""} 22900
chip_impl_metric{name="viasPerCell",unit=""} 5.85
chip_impl_metric{name="dieArea",unit="mm²"} 0.0534
chip_impl_metric{name="die_span_y",unit="µm"} 231
chip_impl_metric{name="worst-endpoint-required",unit="ns"} 3.43
chip_impl_metric{name="grt_overflow",unit=""} 0
chip_impl_metric{name="max_stage_delay",unit="ns"} 0.56
chip_impl_info{name="main_flop_type_after_synthesis",value="sky130_fd_sc_hd__edfxtp_1"} 1
chip_impl_metric{name="final-setup-viol-count",unit=""} 16
chip_impl_metric{name="power.share.clock",unit="%"} 11.4
chip_impl_metric{name="max_cap_violations",unit=""} 0
chip_impl_metric{name="ys_cells",unit=""} 2306
chip_impl_metric{name="area_growth_syn_to_layout",unit="%"} 39.0
chip_impl_info{name="worst_hold_end",value="L34_Z[15]$_DFF_P_"} 1
chip_impl_info{name="timing.hold.worst.class",value="reg2reg"} 1
chip_impl_metric{name="hold_viol",unit=""} 0
chip_impl_metric{name="average_size_of_a_mapped_cell",unit="µm²"} 11.4
chip_impl_metric{name="fp_util",unit="%"} 50.8
chip_impl_metric{name="synthesis.instances",unit=""} 2306
chip_impl_info{name="slowest_stage",value="sky130_fd_sc_hd__or4_4"} 1
chip_impl_info{name="timing.rr.end",value="L23_Z[0]$_DFF_P_"} 1
chip_impl_metric{name="drive_gt1_share",unit="%"} 43.7
chip_impl_metric{name="switching_power",unit="mW"} 15.6
chip_impl_metric{name="design_power_total",unit="mW"} 37.3
chip_impl_metric{name="finalWorstSetupSlack",unit="ns"} -20.49
chip_impl_metric{name="worst_ep_arrival_time",unit="ns"} 23.92
chip_impl_metric{name="warnings",unit=""} 42
chip_impl_info{name="crit_path_start_kind",value="flop"} 1
chip_impl_metric{name="unique_cell_type_count_in_the_yosys_netlist",unit=""} 89
chip_impl_metric{name="post_drt_wl_per_cell",unit="µm"} 23.5
chip_impl_metric{name="grt_use_total",unit="%"} 35.7
chip_impl_metric{name="routed-wl-met2",unit="µm"} 43000
chip_impl_metric{name="grt_first_pass_wirelength",unit="µm"} 133000
chip_impl_metric{name="swShare",unit="%"} 41.9
chip_impl_metric{name="yosysWarnings",unit=""} 1
chip_impl_metric{name="largest_net_degree_at_the_start_of_global_routing",unit=""} 65
chip_impl_metric{name="total_drc_errors_in_the_routed_layout",unit=""} 0
chip_impl_metric{name="number_of_nets_still_failing_antenna_checks_after_routing",unit=""} 0
chip_impl_metric{name="fp.coreArea",unit="mm²"} 0.0516
chip_impl_metric{name="placement.io_buffers",unit=""} 31
chip_impl_metric{name="clock_skew",unit="ns"} 0.0179
chip_impl_info{name="end_kind",value="flop"} 1
chip_impl_metric{name="route.vias.total",unit=""} 21700
chip_impl_metric{name="die_x",unit="µm"} 231
chip_impl_info{name="layout_top_cell",value="sky130_fd_sc_hd__buf_4"} 1
chip_impl_metric{name="final.hold.worst_slack",unit="ns"} 0.123
chip_impl_metric{name="worst_hold_path_cell_count",unit=""} 0
chip_impl_metric{name="vdd.ir_drop.worst",unit="mV"} 3.02
chip_impl_info{name="tritoncts",value="done"} 1
chip_impl_info{name="rsz0062_at_grt",value="true"} 1
chip_impl_info{name="worst_path_most_repeated_cell",value="sky130_fd_sc_hd__ha_4"} 1
chip_impl_metric{name="cts_num_sinks",unit=""} 368
[worst max-delay path by stage]
stage / startpoint / cells past startpoint / slack (ns) / to
4_1_cts: L23_B[8]$_DFF_P_ / 116 / -20.35 / L23_Z[0]$_DFF_P_
5_1_grt: L23_B[6]$_DFF_P_ / 122 / -21.53 / L23_Z[0]$_DFF_P_
6_report: L23_B[6]$_DFF_P_ / 119 / -20.49 / L23_Z[0]$_DFF_P_
[what timing repair did]
action                                 in CTS  in global routing
buffers inserted                          109                 34
endpoints found under the hold margin       0                  0
gates resized                             324                115
setup endpoints to repair                  16                 16
pin swaps                                 152                 75
cloned                                      1                  0
[cell families (layout without fill, tap and decap cells)]
kind of cell,after synthesis,in the layout,synth area share [%]
and+or+nand+nor,607,607,11.1
AOI/OAI and AO/OA,442,442,11.2
DFF,368,368,37.8
adders and majority gates,286,286,16.0
buffers and inverters,271,990,4.02
muxes,204,204,15.5
xor gates and xnor gates,128,128,4.27
[critical path, delay by kind of cell, from the launching register on]
kind	cells	cell delay, ns
AOI/OAI and AO/OA	60	11.65
adders and majority gates	15	3.53
muxes	5	1.57
and+or+nand+nor	22	4.35
DFF	1	0.32
buffers and inverters	17	2.18
[sequential cells by signal, indices dropped and copies added (netlist names)]
register,cells
L12_A,16
L12_B,16
L23_A,16
L23_B,16
L23_Z,16
L34_Z,16
L4_Z,16
Reg,256
[power by group through the flow]
stage         clock [mW]  sequential (mW)  combinational, mW
CTS                 4.30             6.83               24.9
global route        4.48             6.93               28.4
finish              4.24             6.83               26.3
[per-stage QoR]
step / setup WS, ns / instances / utilization, % / cell area (µm²)
floorplan: -20.51 / 2306 / - / 27000
finish: -20.49 / 3705 / 70.7 / 36500
global placement: -21.86 / 3510 / 62.5 / 32300
CTS: -20.35 / 3675 / 69.1 / 35700
detailed placement: -21.95 / 3510 / 62.5 / 32300
global route: -21.53 / 3705 / 70.7 / 36500
[cell type report]
type | count | area (µm²)
Clock buffer | 35 | 855
Clock inverter | 26 | 313
Fill cell | 3455 | 15100
Inverter | 163 | 619
Multi-Input combinational cell | 1667 | 17500
Sequential cell | 368 | 9970
Tap cell | 680 | 851
Timing Repair Buffer | 766 | 6370
[per-layer routing]
metal	track usage, %	vias to the layer above
met5	2.85	-
met4	8.09	18
met3	11.3	193
met2	58.0	917
met1	49.2	10600
li1	-	9965
[synth_stat cells (all sizes together) (20+ instances only)]
| library cell | instances | area [µm²] |
|---|---|---|
| a21o | 47 | 353 |
| a21oi | 102 | 518 |
| and2 | 46 | 288 |
| buf | 31 | 155 |
| clkbuf | 77 | 289 |
| dfxtp | 112 | 2240 |
| edfxtp | 256 | 7690 |
| fa | 81 | 1620 |
| ha | 205 | 2560 |
| inv | 163 | 612 |
| mux2 | 24 | 274 |
| mux2i | 20 | 200 |
| mux4 | 160 | 3600 |
| nand2 | 177 | 664 |
| nand3 | 34 | 170 |
| nor2 | 163 | 612 |
| nor3 | 56 | 302 |
| o211ai | 26 | 195 |
| o21a | 39 | 293 |
| o21ai | 93 | 469 |
| xnor2 | 87 | 762 |
| xor2 | 41 | 359 |
