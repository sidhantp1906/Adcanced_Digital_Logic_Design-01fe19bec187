--- flow/design.v ---
`timescale 1ns / 1ps
module tiktakgame(
input [1:0]a,b,c,d,
input clk,resetn,player1,player2,
output reg p1,p2,ilg1,ilg2,nospace
    );
reg [1:0]block[0:2][0:2];
reg [1:0]cur_s,nex_s;
parameter idle = 2'b00,play1 = 2'b01,play2 = 2'b10,gameover = 2'b11;
reg [1:0]i,j;
reg [3:0]countreg,countnex;
always @(posedge clk) 
begin : initialization
if(~resetn)
begin
cur_s <= idle;
countreg <= 4'b0000; 
end
else
begin
cur_s <= nex_s;
countreg <= countnex;
end
end
always @(cur_s,a,b,c,d,player1,player2)
begin : FSM
p1 = 0;
p2 = 0;
ilg1 = 0;
ilg2 = 0;
countnex = countreg;
case(cur_s)
idle:begin
	for(i = 0;i<3;i=i+1)
	begin
		for(j = 0;j<3;j=j+1)
			block[i][j] = 2'b00;
	end
	nex_s = play1;
	end
play1:begin
	if(player1)
	begin
		if(block[a][b] == 2'b00)
		begin
			block[a][b] = 2'b01;
			countnex = countreg + 4'b0001;
			nex_s = play2;
		end
		else if(block[a][b] == 2'b10 || block[a][b] == 2'b01)
		begin
			nex_s = idle;
			ilg1 = 1;
		end
	end
	else if(countreg == 4'h8)
		begin
			nex_s = gameover; 
		end
	else if({block[0][0],block[1][0],block[2][0]} == 6'b010101 || 
		{block[0][0],block[0][1],block[0][2]} == 6'b010101 || 
		{block[0][1],block[1][1],block[2][1]} == 6'b010101 || 
		{block[0][2],block[1][2],block[2][0]} == 6'b010101  ||
		{block[1][0],block[1][1],block[1][2]} == 6'b010101  ||
		{block[2][0],block[2][1],block[2][2]} == 6'b010101  ||
		{block[0][2],block[1][1],block[2][0]} == 6'b010101  ||
		{block[0][0],block[1][1],block[2][0]} == 6'b010101 )
		begin
			p1 = 1;
			nex_s = idle;
		end
	else
		nex_s = play1;
		end
play2:begin
	if(player2)
	begin
			if(block[c][d] == 2'b00)
			begin
			block[c][d] = 2'b10;
			nex_s = play1;
			countnex = countreg + 4'b0001;
			end
		else if(block[c][d] == 2'b10 || block[c][d] == 2'b01)
		begin
			nex_s = idle;
			ilg2 = 1;
		end
	end
		else if({block[0][0],block[1][0],block[2][0]} == 6'b101010 || 
		{block[0][0],block[0][1],block[0][2]} == 6'b101010 || 
		{block[0][1],block[1][1],block[2][1]} == 6'b101010|| 
		{block[0][2],block[1][2],block[2][0]} == 6'b101010  ||
		{block[1][0],block[1][1],block[1][2]} == 6'b101010  ||
		{block[2][0],block[2][1],block[2][2]} == 6'b101010  ||
		{block[0][2],block[1][1],block[2][0]} == 6'b101010  ||
		{block[0][0],block[1][1],block[2][0]} == 6'b101010 )
		begin
			p2 = 1;
			nex_s = idle;
		end
		else if(countreg == 4'h8)
		begin
			nex_s = gameover;
		end
		else
			nex_s = play2;
		end
gameover:begin
			nospace = 1; 
			end
endcase
end
endmodule
--- flow/run.sh ---
#!/bin/bash
# OpenROAD 26Q1-2900-gdf79404cd8, Yosys 0.63+post, stock flow scripts
make -C /OpenROAD-flow-scripts/flow DESIGN_CONFIG=/design/flow/config.mk WORK_HOME=/design/flow/orfs finish
--- flow/config.mk ---
export PLATFORM = sky130hd
export DESIGN_NAME = tiktakgame
export DESIGN_NICKNAME = tiktakgame
export VERILOG_FILES = /design/flow/design.v
export SDC_FILE = /design/flow/constraint.sdc
export NUM_CORES = 4
export LEC_CHECK = 1
export CORE_UTILIZATION = 40
--- flow/constraint.sdc ---
current_design tiktakgame

set clk_period 4.2
set clk_io_pct 0.2

create_clock -name clk0 -period $clk_period [get_ports {clk}]

set non_clock_inputs [all_inputs -no_clocks]
set_input_delay [expr $clk_period * $clk_io_pct] -clock clk0 $non_clock_inputs
set_output_delay [expr $clk_period * $clk_io_pct] -clock clk0 [all_outputs]
==> reports/qor.rpt <==
========================================================================================
Total number of warnings across the stage logs                                        30
Highest-delay cell along the critical path                                          fa_2
Avg Synthesized Cell Area                                                     8.45 sq um
Mean number of vias per cell                                                        5.71
Average wire per cell in the routed design                                  14.9 microns
Final Hold Slack                                                                0.473 ns
First-pass GRT wire length                                                       7.90 mm
Routability congestion estimate                                                    0.875
Normalized max-slew margin                                                         48.6%
Final wirelength                                                                 4.88 mm
Number of synthesized register bits                                                   26
Setup WS pre-CTS                                                               -0.874 ns
RSZ-0062 raised after global routing                                                 yes
Final-layout setup total negative slack                                        -0.251 ns
Antenna violations before repair                                                       0
Largest incremental delay on the critical path                                   0.60 ns
Floorplan core density                                                             42.8%
Most frequent cells after synthesis                                         nand2_1 (25), dlxtn_1 (20), nand2b_1 (13)
First-pass iteration count of the detailed router                                     20
Std-Cell Core Area                                                            4500 sq um
TritonCTS buffer count                                                                 3
Worst Hold Path EP                                                           countreg[3]
Highest achievable clock rate                                                    230 MHz
Ratio of final minimum period to clock period                                       103%
Overall power                                                                   0.537 mW
Die X                                                                       71.4 microns
Launch instance of the worst register-to-register path                          cur_s[1]
Antenna Nets Post-Route                                                                0
Fin. max-slew vios                                                                     0
Total global routing track utilization                                             19.9%
Critical path, cell by cell                                                 buf_8 -> fa_1 -> ha_2 -> fa_2 -> mux2_4 -> a221oi_2 -> o221a_2 -> nor2_4 -> xor2_1 -> and3_1 -> clkbuf_2
R2R Setup Slk                                                                    2.45 ns
Setup Crit Path Kind                                                              in2out
Worst hold path type                                                             reg2reg
Count of buffers inserted at the top-level ports                                      15
Placed instance count                                                                315
Design Area, Final                                                            2480 sq um
Die span in y                                                               71.4 microns
Total antenna diodes in the routed design                                              0
Number of unconstrained endpoints                                                     20
Worst Clk Skew                                                                0.00286 ns
Leakage power total                                                              1.05 nW
Total vias in the final route                                                       1873
Largest net degree at the start of global routing                                     25
Post-synthesis async set-or-reset flop share                                          0%
Worst hold stages                                                                      2
Clock-pin slew of the registers on the worst-case setup and hold paths           0.03 ns
TritonCTS clock tree                                                                 yes
Slack of the critical path                                                     -0.146 ns
Count of mapped cells out of synthesis                                               228
Fraction of the core area covered by cells at the end of the flow                  55.0%
Register pins left without a clock                                                    20
Startpoint type of the worst setup path                                        input pin
Count of max-cap constraint violations                                                 0
DRC viols                                                                              0
Dominant cell area share                                                           15.6%
Number of top-level design ports                                                      17
Capture point of the worst reg-to-reg path                                   countreg[3]
Number of standard-cell rows in the floorplan                                         24
Vias in the first global route                                                      1675
Overflow left after global routing                                                     0
Transition time at the pin with the least slew margin                           0.771 ns
Max IR drop VDD                                                                 0.274 mV
Final Critical Period                                                            4.35 ns
Worst reg2reg path depth                                                               5
Violation tally from detailed-route iteration zero                                   126
Worst setup EP type                                                           output pin
Number of distinct library cells after synthesis                                      63
Share of post-route cells with drive strength above 1                              29.7%
Top cell type by instance count after synthesis                                  nand2_1
Yosys warning tally                                                                   38
Die outline area                                                              5100 sq um
Pwr dens                                                                     217 nW/um^2
Req. time, crit path                                                             3.36 ns
Total half-perimeter wirelength after legalization and detailed placement        3.69 mm
Largest buffer count on any clock path                                                 2
Post-synthesis cell count from yosys                                                 228
# hold bufs at CTS                                                                     0
Area overhead of the layout relative to synthesis                                  28.6%
Master cell of the clock root buffer                                            clkbuf_8
Final non-filler cell total                                                          328
Outcome                                                                     finished with violations
Count of library flops with an enable pin                                              0
Primary flip-flop cell chosen by synthesis mapping                               dlxtn_1
Dpl cell area                                                                 2310 sq um
Setup violators final                                                                  2
Clock insertion delay at the later pin of the skew report                        0.22 ns
Biggest area cells                                                          dlxtn_1 (16%), dfxtp_1 (6.2%), ha_1 (5.8%)
Synthesized cell area                                                         1930 sq um
Chip area estimate from yosys synthesis                                       1930 sq um
Launch point of the worst hold path                                          countreg[3]
Most area-hungry cell type in the Yosys netlist                                  dlxtn_1
Final number of hold-violating endpoints                                               0
Maximum fanout along the worst path                                                    6
Violated checks                                                             setup timing
Worst EP arrival                                                                 3.51 ns
CTS H-tree lvls                                                                        1
========================================================================================
[cell usage in the layout, fill, tap and decap left out, types with 3 or more instances in the layout]
| master | n |
|---|---|
| ha_2 | 4 |
| and2_1 | 4 |
| dfxtp_1 | 6 |
| nand3_1 | 7 |
| buf_6 | 5 |
| and3_1 | 3 |
| ha_1 | 5 |
| inv_1 | 11 |
| o22ai_1 | 4 |
| a221o_1 | 11 |
| nand3b_1 | 11 |
| o21ai_0 | 3 |
| and3b_1 | 3 |
| nor2_1 | 10 |
| buf_4 | 42 |
| dlxtn_1 | 20 |
| clkdlybuf4s50_1 | 6 |
| nand2b_1 | 13 |
| nor2b_1 | 6 |
| clkbuf_8 | 3 |
| nor3b_1 | 3 |
| xnor2_1 | 3 |
| a21oi_1 | 4 |
| nand2_1 | 25 |
| xor2_1 | 3 |
[routing by layer]
metal | global-route usage (%) | part of all wire, % | vias up
met5 | 0 | 0 | -
met4 | 2.67 | 0.16 | 0
met3 | 2.00 | 6.8 | 4
met2 | 31.5 | 47 | 62
met1 | 30.8 | 46 | 875
li1 | - | - | 932
[layout make-up]
cell class	count	area, sq um
tap	52	65.1
clock buffer	3	41.3
sequential	26	420
multi-input combinational	176	1430
fill	412	2030
inverter	12	45.0
timing repair buffer	59	479
[worst max-delay path, delay by kind of cell]
| family | cells | cell delay [ns] |
|---|---|---|
| adders and majority gates | 3 | 1.27 |
| buffers and inverters | 2 | 0.19 |
| AOI/OAI and AO/OA | 2 | 0.51 |
| and+or+nand+nor | 2 | 0.22 |
| muxes | 1 | 0.32 |
| xor gates and xnor gates | 1 | 0.16 |
[worst max-delay path by stage]
stage / from / end / slack (ns) / cells past startpoint
global route: c[0] / ilg2 / -0.21 / 11
CTS: d[0] / ilg2 / -0.50 / 11
finish: c[0] / ilg2 / -0.15 / 11
[state kept, by name, summed over array words and instances, names as in the netlist]
register,count
cur_s,2
countreg,4
nex_s,2
block,18
[report_power, final]
| group | internal (mW) | switching [mW] | leakage [nW] | total, mW |
|---|---|---|---|---|
| Clock | 0.0615 | 0.0234 | 0.0216 | 0.0848 |
| Sequential | 0.0770 | 0.00687 | 0.205 | 0.0838 |
| Combinational | 0.203 | 0.166 | 0.824 | 0.368 |
[cell families (layout without fill, tap and decap cells)]
kind of cell,count (synthesis),count (layout),synth area share [%]
AOI/OAI and AO/OA,47,47,21.3
xor gates and xnor gates,6,6,2.73
adders and majority gates,13,13,10.0
buffers and inverters,26,74,6.95
DFF,6,6,6.23
latches,20,20,15.6
muxes,4,4,2.99
other,1,1,0.195
and+or+nand+nor,105,105,34.0
[repair_timing]
item | 4_1_cts | 5_1_grt
buffers inserted | 5 | 5
pin swaps | 19 | 15
endpoints found under the hold margin | 0 | 0
endpoints found under the setup margin | 5 | 2
gates resized | 36 | 16
No activity file was given, so power comes from the tool's default toggle rates.
